File: flow/config.mk
export PLATFORM = sky130hd
export DESIGN_NAME = top
export DESIGN_NICKNAME = top
export VERILOG_FILES = /design/flow/design.v
export SDC_FILE = /design/flow/constraint.sdc
export NUM_CORES = 4
export LEC_CHECK = 1
export CORE_UTILIZATION = 40
File: flow/constraint.sdc
current_design top

set clk_period 15.5
set clk_io_pct 0.2

create_clock -name clk0 -period $clk_period [get_ports {pclk}]

set non_clock_inputs [all_inputs -no_clocks]
set_input_delay [expr $clk_period * $clk_io_pct] -clock clk0 $non_clock_inputs
set_output_delay [expr $clk_period * $clk_io_pct] -clock clk0 [all_outputs]
File: flow/design.v
module top 
(  
    input               pclk,
    input               presetn,
    input   [31 : 0]    paddr,
    input   [31 : 0]    pwdata,
    input               psel,
    input               pwrite,
    input               penable,
    output  [31 : 0]    prdata
);
  reg [3:0]  cntrl = 0;  
  reg [31:0] reg1  = 0;  
  reg [31:0] reg2  = 0;  
  reg [31:0] reg3  = 0;  
  reg [31:0] reg4  = 0;  
  reg     [31 : 0]    rdata_tmp = 0;
    always @ (posedge pclk) 
      begin
        if( !presetn ) 
        begin
           cntrl    <= 4'b0000;
           reg1     <= 32'h00000000;
           reg2     <= 32'h00000000;
           reg3     <= 32'h00000000;
           reg4     <= 32'h00000000;
          rdata_tmp <= 32'h00000000;
        end
        else if( psel && penable && pwrite )
        begin
            case( paddr )
                'h0     : cntrl <= pwdata;
                'h4     : reg1  <= pwdata;
                'h8     : reg2  <= pwdata;
                'hc     : reg3  <= pwdata;
                'h10    : reg4  <= pwdata;
            endcase
        end
        else if (psel && penable && !pwrite )
         begin
           case( paddr )
                'h0     : rdata_tmp <= {28'h0000000,cntrl};
                'h4     : rdata_tmp <= reg1;
                'h8     : rdata_tmp <= reg2;
                'hc     : rdata_tmp <= reg3;
                'h10    : rdata_tmp <= reg4;
                default : rdata_tmp <= 32'h00000000;
            endcase
         end
    end
assign prdata =  rdata_tmp;
endmodule
interface top_if ();
    logic   [31 : 0]    paddr;
    logic   [31 : 0]    pwdata;
    logic   [31 : 0]    prdata;
    logic               pwrite;
    logic               psel;
    logic               penable;
    logic               presetn;
    logic               pclk;
endinterface
File: flow/run.sh
#!/bin/bash
# OpenROAD 26Q1-2900-gdf79404cd8, Yosys 0.63+post, stock flow scripts
make -C /OpenROAD-flow-scripts/flow DESIGN_CONFIG=/design/flow/config.mk WORK_HOME=/design/flow/orfs finish
==> impl_metrics.tcl <==
# yosys + openroad results
set metrics [dict create \
    status "complete, no violations" \
    path_cells "clkdlybuf4s50_1 -> or4_4 -> or4_4 -> nor3_4 -> buf_4 -> mux2i_1" \
    peakVddDrop_mv 0.07692 \
    overflow 0 \
    crit_end "reg1[18]" \
    fin_crit_ps 6215 \
    pwr-share-seq 0.476 \
    cts_num_sinks 164 \
    grt_first_pass_wirelength_um 27770 \
    grt_pass1_vias 5290 \
    synth_top_flop_cell "dfxtp_1" \
    required_ps 15850 \
    rows 47 \
    tool_warnings 25 \
    cts-htree-levels 4 \
    cts_buffers 17 \
    routed_wl_um 17170 \
    fill_cells 1470 \
    rsz0062_at_grt "no" \
    postRouteAntennaNets 0 \
    leakagePower_uw 0.002805 \
    setup_ws_ps 9285 \
    clk_pin_slew_ps 60 \
    drv_slew 0 \
    coreArea_um2 16760 \
    async_flop_share 0 \
    path_depth 6 \
    ys_types 34 \
    p_per_area_nw_per_um2 102.8 \
    drcViolationCount 0 \
    synth-warning-count 1 \
    cts_resized 0 \
    max_cap_violations 0 \
    crit_path_end_kind "register" \
    cpMostUsedCell "or4_4" \
    ys_seq_share 0.4747 \
    grt_max_degree 73 \
    die-area_um2 17820 \
    drt_iter0_markers 379 \
    die_y_um 133.5 \
    switching_share 0.2193 \
    r2r_cells 3 \
    crit_type "primary input to register" \
    crit_start "paddr[4]" \
    combPwrFrac 0.049 \
    yosys-stat-area_um2 6917 \
    arrival_ps 6570 \
    total_power_uw 884.5 \
    tightest_slew_ps 751.8 \
    grt_usage 0.2025 \
    cts_setup_buffers 0 \
    first_pass_iters 8 \
    diodes 0 \
    antenna_found_initial 0 \
    setup_viol 0 \
    start_kind "primary input" \
    wl_per_cell_um 16.82 \
    worstPathMaxFanout 25 \
    slew_headroom 0.4988 \
    hpwl_um 10540 \
    edf_count 0 \
    cts_buffer_depth 2 \
    r2r_start "reg3[14]" \
    clk_latency_ps 420 \
    crit_slowest_cell "or4_4" \
    max_stage_delay_ps 820 \
    syn-cell-area_um2 6917 \
    r2r_slack_ps 14390 \
    gp_congestion 0.7962 \
    drive_gt1_frac 0.09114 \
    initCoreUtil 0.4127 \
    min_period_over_period 0.4010 \
    cp_top_family "simple AND/OR/NAND/NOR gates" \
    syn_area_per_cell_um2 9.769 \
    vias_per_cell 5.299 \
    pre_cts_ws_ps 8871 \
    syn_to_final_growth_pct 24.38 \
    syn_inst 708 \
    p_int_uw 690.5 \
    worstReg2RegEnd "rdata_tmp[14]" \
    cts_root_buf "clkbuf_16" \
    hold_viol 0 \
    synth_stat.cells 708 \
    cp_num_buf_inv 2 \
    cts_tree "done" \
    skew_ps 5.927 \
    clkPwrFrac 0.474 \
    ys.flops 164 \
    hold_buffers 0 \
    hold_class "register to register" \
    ios 101 \
    vias 5410 \
    dieWidth_um 133.5 \
    timing.fmax_mhz 160.9 \
    fin_setup_tns_ps 0 \
    p_switching_uw 194.0 \
    min_path_cells 2 \
    portBuffers 100 \
]
[routing by layer]
metal | global-route usage | vias up | wire (um)
met2 | 0.3302 | 151 | 8125
met3 | 0.03380 | 10 | 885
met5 | 0 | - | 0
met4 | 0.02525 | 0 | 164
li1 | - | 2662 | -
met1 | 0.2996 | 2587 | 7993
[registers in the layout, summed over array words and instances, names as in the netlist]
name / cells
cntrl: 4
rdata_tmp: 32
reg1: 32
reg2: 32
reg3: 32
reg4: 32
[cells by family (layout without fill, tap and decap cells)]
| logic type | Yosys count | in the layout | share of synthesized area |
|---|---|---|---|
| buffers and inverters | 57 | 150 | 0.04631 |
| flip-flops | 164 | 164 | 0.4747 |
| AND-OR/OR-AND | 66 | 66 | 0.06730 |
| AND/OR/NAND/NOR | 253 | 253 | 0.1666 |
| multiplexers | 168 | 168 | 0.2451 |
[Yosys cell counts, types with 2 or more instances]
library cell	instances	area share
o21ai_0	12	0.0087
or4_4	2	0.0033
nor4_2	3	0.0054
inv_1	2	0.0011
buf_8	3	0.0065
or4_1	3	0.0033
a221oi_1	23	0.029
dfxtp_1	164	0.47
nor4_1	11	0.0099
mux2i_1	157	0.23
buf_1	2	0.0011
clkbuf_1	34	0.018
a222oi_1	8	0.012
o21ai_1	20	0.014
mux2_2	11	0.018
nand2_1	198	0.11
nor4_4	3	0.0092
buf_6	6	0.0098
nand2b_1	2	0.0018
buf_2	4	0.0029
buf_4	6	0.0065
nor3_1	21	0.015
nor2_1	2	0.0011
[metrics by stage]
step                  util  cells  hold WS (ps)  cell area (um2)
global route        0.5133   1021         464.4             8603
detailed placement  0.4778    989         441.9             8008
floorplan                -    708         401.4             6917
finish              0.5133   1021         447.8             8603
CTS                 0.5133   1021         450.5             8603
global placement    0.4778    989         438.3             8008
[how the worst min path moves through the flow]
| stage | from | to | slack (ps) |
|---|---|---|---|
| CTS | rdata_tmp[8] | rdata_tmp[8] | 450 |
| global route | rdata_tmp[25] | rdata_tmp[25] | 460 |
| finish | rdata_tmp[8] | rdata_tmp[8] | 450 |
[cells in the final DEF (no fill, tap or decap)]
cell type / instances
clkdlybuf4s50_1: 98
clkinv_2: 3
nand4b_1: 1
nor4_1: 10
nor4_2: 3
clkbuf_16: 17
a211oi_1: 1
mux2i_1: 157
or2_1: 1
or4b_1: 1
a211o_1: 1
clkbuf_8: 3
clkinvlp_4: 6
dfxtp_1: 164
or2_2: 1
mux2_2: 11
nand2b_1: 2
inv_1: 2
or3_1: 1
or4_1: 3
bufinv_16: 2
nor3_4: 1
a221oi_1: 23
o21a_1: 1
nand2_1: 198
a222oi_1: 8
o21ai_0: 12
o21ai_1: 20
buf_4: 17
nor3_1: 21
nand4_1: 1
buf_2: 1
or3b_2: 1
nor4_4: 4
or4_4: 2
nor2_1: 2
inv_6: 1
[cell type report]
class / instances / area, um2 / share of cell area
sequential: 164 / 3283 / 0.3816
timing repair buffer: 116 / 1114 / 0.1294
inverter: 2 / 7.507 / 0.0008726
tap: 220 / 275.3 / 0.03200
clock inverter: 12 / 128.9 / 0.01498
multi-input combinational: 487 / 3328 / 0.3869
clock buffer: 20 / 466.7 / 0.05425
[tightest hold or removal path: cells and delay by family (launching register included)]
kind / cells / cell delay, ps
AOI/OAI and AO/OA: 1 / 50
and+or+nand+nor: 1 / 50
DFF: 1 / 310
[power groups by stage]
stage	Clock (uW)	Sequential [uW]	Combinational (uW)
4_1_cts	426	421	43.8
6_report	420	421	43.5
5_1_grt	444	421	46.8
Power figures rest on the tool's default switching activity, not on a simulated workload.
